<file path="/design/flow/run.sh">
#!/bin/bash
# OpenROAD 26Q1-2900-gdf79404cd8, Yosys 0.63+post, stock flow scripts
make -C /OpenROAD-flow-scripts/flow DESIGN_CONFIG=/design/flow/config.mk WORK_HOME=/design/flow/orfs finish
</file>
<file path="/design/flow/config.mk">
export PLATFORM = sky130hd
export DESIGN_NAME = FA7b
export DESIGN_NICKNAME = FA7b
export VERILOG_FILES = /design/flow/design.v
export SDC_FILE = /design/flow/constraint.sdc
export NUM_CORES = 4
export LEC_CHECK = 1
export CORE_AREA = 10 10 70 70
export DIE_AREA = 0 0 80 80
</file>
<file path="/design/flow/constraint.sdc">
current_design FA7b

set clk_period 6.9
set clk_io_pct 0.2

create_clock -name clk0 -period $clk_period

set non_clock_inputs [all_inputs -no_clocks]
set_input_delay [expr $clk_period * $clk_io_pct] -clock clk0 $non_clock_inputs
set_output_delay [expr $clk_period * $clk_io_pct] -clock clk0 [all_outputs]
</file>
<file path="/design/flow/design.v">
module FA (
	input logic a, b, cin,
	output logic sum, cout
);
	assign sum = a ^ b ^ cin;
	assign cout = (a & b) | (cin & (a ^ b));
endmodule
module FA7b (
	input logic [6:0] a,
	input logic [6:0] b,
	input logic cin,
	output logic [6:0] sum,
	output logic cout
);
logic [6:0] carry;
FA fa1 (.sum(sum[0]), .a(a[0]), .b(b[0]^cin), .cin(cin), .cout(carry[0])); 		
FA fa2 (.sum(sum[1]), .a(a[1]), .b(b[1]^cin), .cin(carry[0]), .cout(carry[1]));	
FA fa3 (.sum(sum[2]), .a(a[2]), .b(b[2]^cin), .cin(carry[1]), .cout(carry[2]));	
FA fa4 (.sum(sum[3]), .a(a[3]), .b(b[3]^cin), .cin(carry[2]), .cout(carry[3]));	
FA fa5 (.sum(sum[4]), .a(a[4]), .b(b[4]^cin), .cin(carry[3]), .cout(carry[4]));	
FA fa6 (.sum(sum[5]), .a(a[5]), .b(b[5]^cin), .cin(carry[4]), .cout(carry[5]));
FA fa7 (.sum(sum[6]), .a(a[6]), .b(b[6]^cin), .cin(carry[5]), .cout(carry[6]));	
xor (cout, carry[6], cin);
endmodule
</file>
==> run summary <==
run metrics: status=finished, final reports clean, GRT Util Overall=2.490%, grt ovf=0, total die area=6400 um2, fin worst setup slack=511.3 ps, final setup fails=0, Hold Crit Endpoint=sum[0], Hold Startpoint=a[0], Peak supply drop=0.05534 mV, CTS resizes=0, dpl cell area=540.5 um2, Remaining DRCs=0, Yosys chip area=309.0 um2, Area leader share=38.87%, Crit Path Max Fanout=3, hold depth=3, FP Rows=21, Mux area share=3.239%, Avg Inst Size Synth=8.830 um2, Adder Area Share=38.87%, Max Cap Violations=0, Yosys cell types=7, layout cell share with drive strength beyond 1=1.961%, DRT Pass-1 Iters=1, via count=231, critical path class=primary input to output port, PwrDens=96.85 nW/um2, final hold viol count=0, Pins Over Slew Limit=0, Port Buf Inserts=23, Synth Cell Area=309.0 um2, sequential area share after synthesis=0%, cycle use final=92.59%, Fin Hold WS=3720 ps, FF+latch area=0 um2, Post-Place Cells=97, Arrival @ worst endpoint=5010 ps, cell taking the most area after synthesis=fa_1, DR iter-0 viols=0, dominant logic cell type in the layout=clkdlybuf4s50_1, Routed WL=779 um, Slew headroom=87.08%, Area Growth Syn to Fin=74.90%, Post-Syn Instances=35, Top cells excl fill/tap=23 x clkdlybuf4s50_1, 12 x inv_1, 7 x xnor2_1, Worst Setup End Kind=output port, RSZ-0062 raised after global routing=false, DP Worst Slack=478.0 ps, Main logic family=adder cells, yosys warning tally=0, ys cells=35, clock buf count=0, DR vias/cell=2.381, LEAKAGE=0.2271 nW, Design Power=52.35 uW, Largest cells by area=fa_1 39%, xnor2_1 20%, buf_4 17%, largest net degree at the start of global routing=7, Log Warnings=32, CP required=5520 ps, crit path launch type=primary input, f_max=156.5 MHz, number of global-route vias before repair=254, MI comb area=200.2 um2, fin area=540.5 um2, final critical-path required period=6389 ps, FILL cells=393, first-pass GRT wire length=1283 um, Routed Antenna Nets=0, Post-Route Setup TNS=0 ps, I/O Pins=23, Worst Max-Slew Pin Slew=192.4 ps, CORE AREA=3416 um2, Placer Congestion=0.7904, simple share=0%, ant diodes=0, drt wl/cell=8.031 um, die height=80 um, Post-CTS Setup Inserts=0, non-filler instance count after layout=97, number of sequential cells=0, Core Util, Final=15.82%, HP Class=primary input to output port, AND-OR/OR-AND Cells, Area Fraction=0%, post-synthesis xor/xnor area fraction=22.67%, antenna violations before repair=0, Hold-fix buffers, CTS=0, DIE WIDTH=80 um, Initial Util=9.048%
-- final cells by class --
type / count / share of cell area, %
repair buffers: 24 / 43.98
multi-input cells: 15 / 37.04
well taps: 46 / 10.65
inverters: 12 / 8.333
-- cells by family (layout without fill, tap and decap cells) --
kind of cell               count (synthesis)  count (layout)
muxes                                      1               1
xor gates and xnor gates                   8               8
buffers and inverters                     20              36
adders and majority gates                  6               6
-- metal layers --
layer  global-route usage [%]  vias to the layer above  part of all wire, %
li1                         -                      118                    -
met1                    4.111                       90                   57
met2                    2.488                       23                   18
met3                    1.705                        0                   25
met4                        0                        0                    0
met5                        0                        -                    0
-- cells in the mapped netlist --
master	instances
inv_1	12
buf_4	7
xnor2_1	7
fa_1	6
buf_6	1
mux2i_1	1
xor2_1	1
-- power breakdown --
part / total [mW] / internal (mW) / leakage (nW) / switching [mW]
clock network: 0 / 0 / 0 / 0
registers: 0 / 0 / 0 / 0
logic: 0.0524 / 0.0364 / 0.227 / 0.0159
-- critical path, cell delays in order --
cell and delay, ps:
clkdlybuf4s50_1 540, xnor2_1 110, fa_1 400, fa_1 380, fa_1 400, fa_1 390
fa_1 380, fa_1 380, xnor2_1 150, clkdlybuf4s50_1 490
-- how the worst max path moves through the flow --
stage,startpoint,to,slack (ps),cells past startpoint
finish,cin,cout,510,10
global route,cin,cout,320,10
CTS,cin,cout,460,10
Power and IR drop assume default switching activity.
