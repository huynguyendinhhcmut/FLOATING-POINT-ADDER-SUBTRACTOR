==> design/flow/design.v <==
module FA (
	input logic a, b, cin,
	output logic sum, cout
);
	assign sum = a ^ b ^ cin;
	assign cout = (a & b) | (cin & (a ^ b));
endmodule
module FA8b (
	input logic [7:0] a,
	input logic [7:0] b,
	input logic cin,
	output logic [7:0] sum,
	output logic cout
);
logic [7:0] carry;
FA fa1 (.sum(sum[0]), .a(a[0]), .b(b[0]^cin), .cin(cin), .cout(carry[0])); 		
FA fa2 (.sum(sum[1]), .a(a[1]), .b(b[1]^cin), .cin(carry[0]), .cout(carry[1]));	
FA fa3 (.sum(sum[2]), .a(a[2]), .b(b[2]^cin), .cin(carry[1]), .cout(carry[2]));	
FA fa4 (.sum(sum[3]), .a(a[3]), .b(b[3]^cin), .cin(carry[2]), .cout(carry[3]));	
FA fa5 (.sum(sum[4]), .a(a[4]), .b(b[4]^cin), .cin(carry[3]), .cout(carry[4]));	
FA fa6 (.sum(sum[5]), .a(a[5]), .b(b[5]^cin), .cin(carry[4]), .cout(carry[5]));
FA fa7 (.sum(sum[6]), .a(a[6]), .b(b[6]^cin), .cin(carry[5]), .cout(carry[6]));	
FA fa8 (.sum(sum[7]), .a(a[7]), .b(b[7]^cin), .cin(carry[6]), .cout(carry[7]));	
xor (cout, carry[7], cin);
endmodule
==> design/flow/run.sh <==
#!/bin/bash
# OpenROAD 26Q1-2900-gdf79404cd8, Yosys 0.63+post, stock flow scripts
make -C /OpenROAD-flow-scripts/flow DESIGN_CONFIG=/design/flow/config.mk WORK_HOME=/design/flow/orfs finish
==> design/flow/config.mk <==
export PLATFORM = sky130hd
export DESIGN_NAME = FA8b
export DESIGN_NICKNAME = FA8b
export VERILOG_FILES = /design/flow/design.v
export SDC_FILE = /design/flow/constraint.sdc
export NUM_CORES = 4
export LEC_CHECK = 1
export CORE_AREA = 10 10 70 70
export DIE_AREA = 0 0 80 80
==> design/flow/constraint.sdc <==
current_design FA8b

set clk_period 6.3
set clk_io_pct 0.2

create_clock -name clk0 -period $clk_period

set non_clock_inputs [all_inputs -no_clocks]
set_input_delay [expr $clk_period * $clk_io_pct] -clock clk0 $non_clock_inputs
set_output_delay [expr $clk_period * $clk_io_pct] -clock clk0 [all_outputs]
==> reports/summary.rpt <==
=================================================================================
Crit path setup slack, layout ......................................     0.184 ns
Final antenna-violating net count ..................................            0
Number of optimization iterations in the first detailed-route pass .            4
Cell count listed in synth_stat.txt ................................           40
Post-layout instance count excluding filler cells ..................          106
Min cycle time layout ..............................................      6.12 ns
Worst Setup Slack post-DPL .........................................    -0.271 ns
Post-synthesis sequential area ratio ...............................            0
Cell count after synthesis .........................................           40
Worst EP required ..................................................      5.04 ns
Estimated wirelength of the detail-placed design ...................       907 um
Antenna diodes .....................................................            0
Switching power ....................................................    0.0208 mW
Vias in the first global route .....................................          318
Switching fraction of total power ..................................        0.307
Synth logic family .................................................  adder cells
Layout Utilization .................................................        0.188
Share of post-route cells with drive strength above 1 ..............        0.150
Slew at the pin closest to its max-slew limit ......................     0.216 ns
GRT Overall Usage ..................................................       0.0300
Area share of fa/ha/maj cells after synthesis ......................        0.397
Number of endpoints failing setup at the final stage ...............            0
Worst path arrival time ............................................      4.86 ns
MUX area fraction ..................................................       0.0284
Highest achievable clock rate ......................................      164 MHz
Standard-cell rows .................................................           21
Total number of sequential cells ...................................            0
Final worst-path cycle share .......................................        0.971
Int Power ..........................................................    0.0469 mW
Critical Path Sink Type ............................................  output port
Total number of vias ...............................................          277
CP max FO ..........................................................            1
Area added between synthesis and finish ............................        81.6%
Overall power after layout .........................................    0.0677 mW
Result of the run ..................................................    completed
Type of the setup path with the least slack ........................ input pin to output port
Final hold violation count .........................................            0
Count of buffers inserted at the top-level ports ...................           26
Distinct lib cells .................................................            7
Cell depth of the worst min-delay path .............................            4
Kind of start point of the critical path ...........................    input pin
Overflow left after global routing .................................            0
Die span in y ......................................................        80 um
Share of Yosys cell area claimed by the top area cell type .........        0.397
Post-detailed-route via-to-cell ratio ..............................         2.61
Peak supply drop ...................................................  0.0000562 V
DIE AREA ...........................................................   6400 sq um
Number of logged tool warnings .....................................           32
Pwr Density ........................................................  106 nW/um^2
Initial Util .......................................................        0.103
X dimension of the die .............................................        80 um
Max cap viols ......................................................            0
Ao+oa area frac ....................................................            0
Number of buffers inserted by hold repair at cts ...................            0
Setup repair after global routing missed its margin ................        false
Synthesized area per cell ..........................................   8.82 sq um
Wirelength per Cell ................................................      8.80 um
Yosys top cell by area ............................................. sky130_fd_sc_hd__fa_1
Wire length of the first global-routing pass .......................      1500 um
Yosys warnings .....................................................            0
Number of antenna violations at the first check in global routing ..            0
Area of the core ...................................................   3420 sq um
Relative contribution of the clock network to total power ..........            0
Start point of the worst min-delay path ............................          cin
I/O pins ...........................................................           26
Min-delay worst type ............................................... input pin to output port
Number of cells in the design after placement ......................          106
FF/Latch Area ......................................................      0 sq um
Synth Area in Simple Gates .........................................            0
Pins over their slew limit .........................................            0
Final estimated routing congestion in global placement .............        0.817
Total of clock buffers placed in the layout ........................            0
Capture endpoint of the worst hold path ............................         cout
1st-iter DRT viols .................................................            1
Static leakage power ...............................................     0.283 nW
Worst max-slew margin expressed relative to the limit ..............        0.855
Area of the mapped netlist .........................................    353 sq um
Portion of total power attributed to combinational logic ...........        1.000
Most area-consuming cells after synthesis .......................... sky130_fd_sc_hd__fa_1 (40%), sky130_fd_sc_hd__xnor2_1 (20%), sky130_fd_sc_hd__buf_4 (17%)
Synthesis area per yosys ...........................................    353 sq um
Area fraction in xor and xnor cells ................................        0.223
Residual DRC count .................................................            0
Maximum number of pins on one net before global-route repair .......            8
Total length of routed wires .......................................       933 um
Sequential fraction of design power ................................            0
=================================================================================
how the worst max path moves through the flow:
stage | start | end | slack (ns)
4_1_cts | b[0] | cout | 0.03
5_1_grt | b[1] | sum[7] | 0.04
6_report | b[1] | sum[7] | 0.18
layout make-up:
type | instances | area, sq um
multi-input cells | 17 | 244
fillers | 377 | 2780
repair buffers | 29 | 287
inverters | 14 | 52.6
well taps | 46 | 57.6
metrics by stage:
stage	cell area, sq um	TNS (ns)	hold WS [ns]
floorplan	353	0	2.67
global placement	622	-0.510	3.57
detailed placement	622	-0.501	3.57
CTS	633	0	3.53
global route	641	0	3.27
finish	641	0	3.21
power by group through the flow:
stage | registers (mW) | logic, mW | clock network (mW)
after CTS | 0 | 0.0702 | 0
after global routing | 0 | 0.0792 | 0
final | 0 | 0.0677 | 0
layout by cell type, fill, tap and decap left out:
| master | count |
|---|---|
| sky130_fd_sc_hd__xnor2_1 | 8 |
| sky130_fd_sc_hd__dlymetal6s2s_1 | 2 |
| sky130_fd_sc_hd__buf_4 | 3 |
| sky130_fd_sc_hd__fa_1 | 1 |
| sky130_fd_sc_hd__clkdlybuf4s50_1 | 23 |
| sky130_fd_sc_hd__xor2_1 | 1 |
| sky130_fd_sc_hd__fa_2 | 6 |
| sky130_fd_sc_hd__dlygate4sd2_1 | 1 |
| sky130_fd_sc_hd__inv_1 | 14 |
| sky130_fd_sc_hd__mux2i_1 | 1 |
Yosys cell counts:
| library cell | count |
|---|---|
| sky130_fd_sc_hd__mux2i_1 | 1 |
| sky130_fd_sc_hd__xor2_1 | 1 |
| sky130_fd_sc_hd__buf_4 | 8 |
| sky130_fd_sc_hd__buf_6 | 1 |
| sky130_fd_sc_hd__fa_1 | 7 |
| sky130_fd_sc_hd__inv_1 | 14 |
| sky130_fd_sc_hd__xnor2_1 | 8 |
cell families (layout without fill, tap and decap cells):
group | count (synthesis) | after routing
xor gates and xnor gates | 9 | 9
buffers and inverters | 23 | 43
adders and majority gates | 7 | 7
muxes | 1 | 1
layer usage:
metal / global-route usage / routed length (um) / vias to the layer above
li1: - / - / 138
met1: 0.0432 / 421 / 114
met2: 0.0313 / 213 / 25
met3: 0.0295 / 299 / 0
met4: 0 / 0 / 0
met5: 0 / 0 / -
critical path, stage by stage:
cell and delay, ns:
sky130_fd_sc_hd__clkdlybuf4s50_1 0.41, sky130_fd_sc_hd__xnor2_1 0.15, sky130_fd_sc_hd__fa_2 0.37, sky130_fd_sc_hd__fa_2 0.34, sky130_fd_sc_hd__fa_2 0.34, sky130_fd_sc_hd__fa_2 0.34
sky130_fd_sc_hd__fa_2 0.34, sky130_fd_sc_hd__fa_2 0.34, sky130_fd_sc_hd__fa_1 0.42, sky130_fd_sc_hd__inv_1 0.06, sky130_fd_sc_hd__clkdlybuf4s50_1 0.47
what timing repair did:
| action | 4_1_cts | 5_1_grt |
|---|---|---|
| buffers inserted | 0 | 0 |
| gates resized | 6 | 3 |
| endpoints found under the setup margin | 2 | 2 |
| pin swaps | 0 | 1 |
Power is estimated from default activity; no workload was simulated.
