==> /design/flow/run.sh <==
#!/bin/bash
# OpenROAD 26Q1-2900-gdf79404cd8, Yosys 0.63+post, stock flow scripts
make -C /OpenROAD-flow-scripts/flow DESIGN_CONFIG=/design/flow/config.mk WORK_HOME=/design/flow/orfs finish
==> /design/flow/config.mk <==
export PLATFORM = sky130hd
export DESIGN_NAME = bigger_smaller_fraction
export DESIGN_NICKNAME = bigger_smaller_fraction
export VERILOG_FILES = /design/flow/design.v
export SDC_FILE = /design/flow/constraint.sdc
export NUM_CORES = 4
export LEC_CHECK = 1
export CORE_AREA = 10 10 75 75
export DIE_AREA = 0 0 85 85
==> /design/flow/constraint.sdc <==
current_design bigger_smaller_fraction

set clk_period 5.4
set clk_io_pct 0.2

create_clock -name clk0 -period $clk_period

set non_clock_inputs [all_inputs -no_clocks]
set_input_delay [expr $clk_period * $clk_io_pct] -clock clk0 $non_clock_inputs
set_output_delay [expr $clk_period * $clk_io_pct] -clock clk0 [all_outputs]
==> /design/flow/design.v <==
module Exp_diff (
	input logic [2:0] Exp_A, Exp_B,
	output logic [3:0] Exp_diff,
	output logic [2:0] Final_exp, Bigger_exp, Smaller_exp
);
FA3b fa3b1 ( .a(Exp_A), .b(Exp_B), .cin(1'b1), .sum(Exp_diff[2:0]), .cout(Exp_diff[3]));
always_comb begin
	case (Exp_diff[3])
		1'b0: begin
				Final_exp = Exp_A;
				Bigger_exp = Exp_A;
				Smaller_exp = Exp_B;
				end
		1'b1: begin
				Final_exp = Exp_B;
				Bigger_exp = Exp_B;
				Smaller_exp = Exp_A;
				end
	endcase
end
endmodule
module FA (
	input logic a, b, cin,
	output logic sum, cout
);
	assign sum = a ^ b ^ cin;
	assign cout = (a & b) | (cin & (a ^ b));
endmodule
module FA3b (
	input logic [2:0] a,
	input logic [2:0] b,
	input logic cin,
	output logic [2:0] sum,
	output logic cout
);
logic [2:0] carry;
FA fa1 (.sum(sum[0]), .a(a[0]), .b(b[0]^cin), .cin(cin), .cout(carry[0])); 		
FA fa2 (.sum(sum[1]), .a(a[1]), .b(b[1]^cin), .cin(carry[0]), .cout(carry[1]));	
FA fa3 (.sum(sum[2]), .a(a[2]), .b(b[2]^cin), .cin(carry[1]), .cout(carry[2])); 	
xor (cout, carry[2], cin);
endmodule
module FA4b (
	input logic [3:0] a,
	input logic [3:0] b,
	input logic cin,
	output logic [3:0] sum,
	output logic cout
);
logic [3:0] carry;
FA fa1 (.sum(sum[0]), .a(a[0]), .b(b[0]^cin), .cin(cin), .cout(carry[0])); 		
FA fa2 (.sum(sum[1]), .a(a[1]), .b(b[1]^cin), .cin(carry[0]), .cout(carry[1]));	
FA fa3 (.sum(sum[2]), .a(a[2]), .b(b[2]^cin), .cin(carry[1]), .cout(carry[2]));	
FA fa4 (.sum(sum[3]), .a(a[3]), .b(b[3]^cin), .cin(carry[2]), .cout(carry[3]));	
xor (cout, carry[3], cin);
endmodule
module Fract_diff (
	input logic [3:0] Fract_A, Fract_B,
	output logic [4:0] Fract_diff
);
FA4b fa4b1 ( .a(Fract_A), .b(Fract_B), .cin(1'b1), .sum(Fract_diff[3:0]), .cout(Fract_diff[4]));
endmodule
module bigger_smaller_fraction (
	input logic sign_A, sign_B,
	input logic [3:0] Fract_A, Fract_B, 
	input logic [2:0] Exp_A, Exp_B, 
	output logic [2:0] Final_exp, Bigger_exp, Smaller_exp,
	output logic [3:0] Bigger_fract, Smaller_fract,
	output logic [3:0] Exp_diff,
	output logic [4:0] Fract_diff,
	output logic choose, bigger_sign, smaller_sign
);
wire decoderExpdiff_out;
Exp_diff expdiff1 (.Exp_A(Exp_A), .Exp_B(Exp_B), .Exp_diff(Exp_diff), .Final_exp(Final_exp), .Bigger_exp(Bigger_exp), .Smaller_exp(Smaller_exp));
Fract_diff fractdiff1 (.Fract_A(Fract_A), .Fract_B(Fract_B), .Fract_diff(Fract_diff));
mux16to1 muxexpdiff (.sel(Exp_diff), .I0(Fract_diff[4]), .I1(Exp_diff[3]), .out(decoderExpdiff_out));
mux2to1 expfractdiff1 (.sel(decoderExpdiff_out), .I0(Fract_B), .I1(Fract_A), .out(Smaller_fract));
mux2to1 expfractdiff2 (.sel(decoderExpdiff_out), .I0(Fract_A), .I1(Fract_B), .out(Bigger_fract));
always @(*) begin
	if (Bigger_fract == Fract_A & Bigger_exp == Exp_A) begin
		choose = 1'b0;
		bigger_sign = sign_A;
		smaller_sign = sign_B;
	end else if (Smaller_fract == Fract_A & Smaller_exp == Exp_A) begin
		choose = 1'b1;
		bigger_sign = sign_B;
		smaller_sign = sign_A;
	end 
end
endmodule
module mux16to1 (
	input logic I0, I1,
	input logic [3:0] sel,
	output logic out
);
always @(*) begin
	unique case (sel)
		4'b0000:out = I0;
		4'b0001:out = I1;
		4'b0010:out = I1;
		4'b0011:out = I1;
		4'b0100:out = I1;
		4'b0101:out = I1;
		4'b0110:out = I1;
		4'b0111:out = I1;
		4'b1000:out = I1;
		4'b1001:out = I1;
		4'b1010:out = I1;
		4'b1011:out = I1;
		4'b1100:out = I1;
		4'b1101:out = I1;
		4'b1110:out = I1;
		4'b1111:out = I1;
	endcase
end
endmodule
module mux2to1 (
	input logic [3:0] I0, I1,
	input logic [0:0] sel,
	output logic [3:0] out
);
always @(*) begin
	unique case (sel)
		1'b0:out = I0;
		1'b1:out = I1;
	endcase
end
endmodule
==> GITHUB_STEP_SUMMARY <==
### Yosys + OpenROAD results

| Metric | Value |
|---|---|
| Status | `finished clean` |
| Hold Crit Start | `Exp_A[0]` |
| Initial Util | `about 17%` |
| Die area | `between 7000 and 8000 um^2` |
| GR Util met1 | `around 6.0%` |
| Yosys stat chip area | `678 um^2` |
| CP dominant cell by count | `fa_1` |
| Initial antenna violation count | `0` |
| Synth Warn # | `4` |
| F_max | `~190 MHz` |
| Pwr/cell area | `roughly 100 nW/um^2` |
| WL final | `1830 um` |
| Core ar. | `just over 4000 um^2` |
| Pleak | `a little under 0.5 nW` |
| Post-route ant nets | `0` |
| Rows | `23` |
| Fin crit share | `a little over nine tenths` |
| Post-synth regs | `3` |
| PortBufs | `~45` |
| Endpoints left unconstrained | `6` |
| Non-Filler Instances | `166` |
| Hold Violations, Final | `0` |
| CP max stage delay | `about 0.51 ns` |
| Critical path data arrival time | `4.12 ns` |
| Grt met3 use | `under 10%` |
| GR Util met2 | `about 8%` |
| DRT Pass-1 Iters | `3` |
| Final Instance Area | `between 1000 and 1500 um^2` |
| Cts repair resizes | `0` |
| Vias in the first global route | `roughly 630` |
| WP depth | `12` |
| Fin util | `a little over a quarter` |
| Initial DRC count | `10` |
| Most used routing layer | `met2` |
| Gpl congestion | `between 0.7 and 0.8` |
| Setup violations, final | `0` |
| ANT cells | `0` |
| Slew HR | `roughly 77%` |
| Post-Syn Area per Cell | `slightly above 8 um^2` |
| DP Area | `1100 um^2` |
| CP max stage cell | `clkdlybuf4s50_1` |
| Wire length per cell | `11.0 um` |
| Dpl hpwl | `around 1700 um` |
| Max-cap violations | `0` |
| CP endpoint | `Bigger_fract[0]` |
| Top Layout Cells | `clkdlybuf4s50_1 (45), inv_1 (18)` |
| Minimum clock period after layout | `between 5 and 6 ns` |
| Register pins left without a clock | `3` |
| Layout area overhead | `63.1%` |
| Largest net degree at the start of global routing | `13` |
| Number of buffers added for setup after CTS | `0` |
| Fin Setup TNS | `0 ns` |
| Worst-margin pin slew | `0.349 ns` |
| Setup crit start | `Fract_A[0]` |
| Avg Vias per Cell | `around 3.6` |
| Crit path buffers/inverters | `5` |
| CP Class | `input port to primary output` |
| Syn Inst Count | `84` |
| Total grt overflow | `0` |
| Tot GR Track Use | `4.79%` |
| Hold Path Cell Cnt | `4` |
| Inst Count DP | `approximately 170` |
| CP Cell Sequence | `clkdlybuf4s50_1 -> inv_1 -> ha_1 -> fa_1 -> fa_1 -> inv_1 -> fa_1 -> and4bb_2 -> nor2_2 -> buf_6 -> mux2_2 -> clkdlybuf4s50_1` |
| Dominant logic cell type in the layout | `clkdlybuf4s50_1` |
| Worst VDD drop | `0.0282 mV` |
| RSZ-0062 raised after global routing | `false` |
| Unique cell types | `22` |
| CTS Hold Buffers Added | `0` |
| Share of cells above drive strength 1 | `under 10%` |
| First-pass GRT wire length | `~3000 um` |
| Die H | `~85 um` |
| Hold Path Class | `input port to primary output` |
| Worst EP required | `roughly 4.3 ns` |
| Crit path launch type | `input port` |
| Yosys cell count | `~84` |
| Vias | `approximately 600` |
| Die Wd | `~85 um` |
| Residual DRC count | `0` |
| Crit. End Element | `primary output` |
| Synthesized area | `678 um^2` |
| CP top delay family | `buffers and inverters` |
| OpenROAD warnings | `36` |
| Final Max Slew Viols | `0` |
| I/O Pins | `between 40 and 50` |
| Worst hold slack | `about 3.2 ns` |
| Critical path peak fanout | `12` |
==> worst min-delay path by stage <==
stage          endpoint
4_1_cts    Final_exp[0]
5_1_grt   Bigger_exp[0]
6_report   Final_exp[0]
==> report_power, final <==
part / internal [mW] / switching [mW] / total [mW]
clock: 0 / 0 / 0
sequential: 0.00374 / 0.000221 / 0.00396
combinational: 0.0702 / 0.0366 / 0.107
total: 0.0740 / 0.0368 / 0.111
==> stage by stage <==
stage          setup slack [ns]  total power, mW
6_report                  0.200            0.111
5_1_grt                  0.0336            0.126
4_1_cts                   0.133            0.114
3_5_place_dp              0.156            0.113
3_3_place_gp              0.172            0.114
2_1_floorplan              1.14           0.0551
==> routing by layer <==
metal	vias to the layer above	routed length, um
met3	0	209
met5	-	0
met4	0	0
met2	25	831
li1	322	-
met1	248	786
==> cell usage after synthesis <==
| master | count | area, um^2 |
|---|---|---|
| inv_1 | 18 | 67.6 |
| buf_4 | 12 | 90.1 |
| ha_1 | 6 | 75.1 |
| mux2_2 | 6 | 67.6 |
| nand2_1 | 6 | 22.5 |
| o21ai_0 | 6 | 30.0 |
| xor2_1 | 6 | 52.6 |
| fa_1 | 5 | 100 |
| dlxtn_1 | 3 | 45.0 |
| nor2_1 | 3 | 11.3 |
| mux2_1 | 2 | 22.5 |
| a21oi_1 | 1 | 5.00 |
| a22oi_2 | 1 | 12.5 |
| and4bb_2 | 1 | 12.5 |
| buf_2 | 1 | 5.00 |
| clkbuf_1 | 1 | 3.75 |
| nor3_1 | 1 | 5.00 |
| nor4_1 | 1 | 6.26 |
| o21a_1 | 1 | 7.51 |
| o41ai_1 | 1 | 8.76 |
| o41ai_2 | 1 | 16.3 |
| or4bb_1 | 1 | 11.3 |
==> registers in the layout, indices dropped and copies added (netlist names) <==
| signal | cells |
|---|---|
| smaller_sign | 1 |
| choose | 1 |
| bigger_sign | 1 |
==> area by class of cell <==
class / instances / area, um^2
fill: 437 / 2950
inverter: 18 / 67.6
multi-input combinational: 49 / 469
sequential: 3 / 45.0
tap: 50 / 62.6
timing repair buffer: 46 / 462
==> kinds of logic (layout without fill, tap and decap cells) <==
family          count (synthesis)  count (layout)  synth area share, %
simple gates                   13              13                 10.1
fa+ha+maj                      11              11                 25.8
latches                         3               3                 6.64
xor+xnor                        6               6                 7.75
mux                             8               8                 13.3
compound gates                 11              11                 11.8
buf+inv                        32              64                 24.5
Power is estimated from default activity; no workload was simulated.
